[design.v]
`timescale 1ns / 1ps
module registers(
    input clk,reg_write,
input[4:0]read_addr0,read_addr1,read_addr2,write_addr,
input[31:0]write_data,
output reg [31:0]read_data0,read_data1,read_data2
    );
    reg[31:0]register[31:0];
    integer i=0;
      initial begin
          for(i=0;i<32;i=i+1)
            register[i]=0;
    end
    always@(*)begin
         read_data0=register[read_addr0];
     read_data1=register[read_addr1];
     read_data2=register[read_addr2];
    end
    always @(posedge clk) begin
        if(reg_write)
            register[write_addr]=write_data;
    end
endmodule
[run.sh]
#!/bin/bash
# OpenROAD 26Q1-2900-gdf79404cd8, Yosys 0.63+post, stock flow scripts
make -C /OpenROAD-flow-scripts/flow DESIGN_CONFIG=/design/flow/config.mk WORK_HOME=/design/flow/orfs finish
[config.mk]
export PLATFORM = sky130hd
export DESIGN_NAME = registers
export DESIGN_NICKNAME = registers
export VERILOG_FILES = /design/flow/design.v
export SDC_FILE = /design/flow/constraint.sdc
export NUM_CORES = 4
export LEC_CHECK = 1
export CORE_UTILIZATION = 50
[constraint.sdc]
current_design registers

set clk_period 9.8
set clk_io_pct 0.2

create_clock -name clk0 -period $clk_period [get_ports {clk}]

set non_clock_inputs [all_inputs -no_clocks]
set_input_delay [expr $clk_period * $clk_io_pct] -clock clk0 $non_clock_inputs
set_output_delay [expr $clk_period * $clk_io_pct] -clock clk0 [all_outputs]
==> flow_metrics.env <==
# physical design summary
export IMPL_synth_flops=1024
export IMPL_largest_area_cell="edfxtp_1"
export IMPL_worstSetupEndpointType="primary output"
export IMPL_gr_usage_all_layers_pct=38.3
export IMPL_grt_pass1_vias=42100
export IMPL_die_x_um=342
export IMPL_min_path_type="input pin to register"
export IMPL_p_seq_share_pct=47.2
export IMPL_num_io_pins=150
export IMPL_drc=0
export IMPL_ys_flop_type="edfxtp_1"
export IMPL_ys_area_um2=57700
export IMPL_yosys_warnings=1
export IMPL_clk_pin_slew_ns=0.06
export IMPL_cts_buffers=114
export IMPL_cts_htree_levels=3
export IMPL_syn_mean_instance_area_um2=12.7
export IMPL_setup_viol=0
export IMPL_grt_ovfl_total=0
export IMPL_edf_count=1024
export IMPL_via_per_inst=6.69
export IMPL_highest_layer="met5"
export IMPL_fin_cells=6197
export IMPL_p_per_area_nw_per_um2=162
export IMPL_p_int_w=0.00779
export IMPL_dr_wl_met3_mm=33.6
export IMPL_seqCellArea_um2=30700
export IMPL_cp_required_ns=7.84
export IMPL_hold_viol_final=0
export IMPL_cts_hold_buf=0
export IMPL_slew_violations=0
export IMPL_gp_congestion=0.918
export IMPL_wire_per_inst_um=33.7
export IMPL_num_rows=124
export IMPL_cts_tree="done"
export IMPL_fp_util_pct=50.4
export IMPL_grt_pass1_wl_mm=294
export IMPL_dp_cells=5993
export IMPL_start_kind="input pin"
export IMPL_max_clock_path_buffers=3
export IMPL_ant_nets=0
export IMPL_cp_max_fo=63
export IMPL_drt_pass1_iter_count=8
export IMPL_top_cell="mux2i_1"
export IMPL_cts_root_buf="clkbuf_16"
export IMPL_area_delta_synth_final_pct=11.2
export IMPL_max_freq_mhz=137
export IMPL_switching_share_pct=25.2
export IMPL_grt_start_max_net_pins=88
export IMPL_rsz0062_at_grt="false"
export IMPL_pwr_share_comb_pct=12.8
export IMPL_fillers=9090
export IMPL_ys_seq_share_pct=53.3
export IMPL_drt_total_wl_mm=209
export IMPL_area_leaders="edfxtp_1, mux2i_1, a22oi_1"
export IMPL_wl_met2_mm=90.9
export IMPL_cts_setup_buffers=0
export IMPL_wl_met1_mm=74.1
export IMPL_synth_area_um2=57700
export IMPL_port_buffers=149
export IMPL_status="completed"
export IMPL_first_iter_violations=3027
export IMPL_worst_slew_pin_slew_ns=0.933
export IMPL_cts_sinks=1024
export IMPL_top_cell_area_share_pct=53.3
export IMPL_ir_worst_vdd_mv=0.158
export IMPL_core_um2=114000
export IMPL_layout_drive_gt1_share_pct=7.95
export IMPL_chip_area_um2=117000
export IMPL_ys_cells=4544
export IMPL_synthDistinctLibCells=24
export IMPL_path_class="input pin to primary output"
export IMPL_synthTopCellsByCount="mux2i_1, edfxtp_1, nand2_1"
export IMPL_cap_violations=0
export IMPL_fin_crit_sh_pct=74.4
export IMPL_slew_headroom_pct=37.7
export IMPL_power_total_w=0.0104
export IMPL_dp_hpwl_mm=117
export IMPL_syn_inst=4544
export IMPL_mi_logic_area_um2=24900
export IMPL_log_warning_count=26
export IMPL_setup_tns_final_ns=0
export IMPL_antenna_found_initial=6
export IMPL_leakagePower_nw=24.6
export IMPL_die_y_um=342
export IMPL_cts_resized=0
export IMPL_clkPwrFrac_pct=40.0
export IMPL_async_flop_share_pct=0
export IMPL_power_switching_w=0.00262
export IMPL_fin_crit_ns=7.29
export IMPL_critPathArrivalTime_ns=5.33
export IMPL_dr_total_vias=41500
export IMPL_largest_reg_flops=1024
## path summary, 6_finish.rpt
path	endpoint	start	depth (start not counted)	slack (ns)
setup / recovery	read_data1[10]	read_addr1[0]	9	2.51
hold / removal	register[24][1]	write_data[1]	2	2.06
## cell type report
type                    instances  area share (%)
flip-flops and latches       1024            47.9
multi-input cells            3141            38.9
repair buffers                316            4.73
clock buffers                 143            4.72
well taps                    1512            2.95
clock inverters                58           0.792
diodes                          3          0.0117
## worst max-delay path, stage by stage
cell and delay [ns]:
clkdlybuf4s50_1 0.63, nor2b_4 0.22, buf_12 0.42, buf_4 0.63
a22o_1 0.22, nor3_1 0.05, a31oi_1 0.20, nand3_1 0.38
clkdlybuf4s50_1 0.54
## layout by cell type, fill, tap and decap left out, types with 6 or more instances in the layout
cell type | synthesis | routed
clkbuf_16 | 0 | 117
nor2_4 | 0 | 35
clkinv_2 | 0 | 14
clkdlybuf4s50_1 | 0 | 146
buf_12 | 0 | 22
a22o_1 | 192 | 192
nand3_1 | 290 | 290
bufinv_16 | 0 | 10
clkbuf_1 | 106 | 26
nand2b_2 | 0 | 6
clkinv_1 | 0 | 32
a22oi_1 | 288 | 288
nand2_1 | 292 | 289
a21oi_1 | 288 | 288
edfxtp_1 | 1024 | 1024
nor3_1 | 96 | 96
mux2i_1 | 1536 | 1536
buf_4 | 76 | 145
a31oi_1 | 96 | 96
## cell families (layout without fill, tap and decap cells)
| family | Yosys count | count (layout) | share of synthesized area, % |
|---|---|---|---|
| other | 0 | 3 | 0 |
| AND-OR/OR-AND | 864 | 864 | 10.2 |
| buffers and inverters | 379 | 517 | 4.02 |
| AND/OR/NAND/NOR | 741 | 741 | 5.80 |
| multiplexers | 1536 | 1536 | 26.7 |
| flip-flops | 1024 | 1024 | 53.3 |
## power groups by stage
| stage | Combinational [W] | Clock, W | Sequential, W |
|---|---|---|---|
| CTS | 0.00131 | 0.00419 | 0.00491 |
| global route | 0.00139 | 0.00436 | 0.00491 |
| finish | 0.00133 | 0.00416 | 0.00491 |
## per-stage QoR
step,hold slack [ns],area (um2),worst slack [ns],utilization (%)
floorplan,2.06,57700,4.82,-
global placement,2.79,60600,2.61,53.0
detailed placement,2.79,60600,2.59,53.0
CTS,2.04,64200,2.59,56.1
global route,2.09,64200,2.48,56.1
finish,2.06,64200,2.51,56.1
## layer usage
metal,global-route usage (%),vias to the layer above
li1,-,18000
met1,50.7,20100
met2,53.4,2809
met3,24.0,563
met4,13.5,14
met5,1.92,-
Power and IR drop assume default switching activity.
