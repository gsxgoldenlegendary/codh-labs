$ cat flow/design.v
`timescale 1ns / 1ps
module mux2to1 #(parameter W=32)(
    input [W-1:0]in0,
    input [W-1:0]in1,
    input flag,
    output [W-1:0]out0
);
    assign out0=flag?in1:in0;
endmodule
module mux4to1 #(parameter W=32)(
    input [W-1:0]in00,
    input [W-1:0]in01,
    input [W-1:0]in10,
    input [W-1:0]in11,
    input [1:0]flag,
    output [W-1:0]out0
);
    assign out0=flag[1]?(flag[0]?in11:in10):(flag[0]?in01:in00);
endmodule
$ cat flow/run.sh
#!/bin/bash
# OpenROAD 26Q1-2900-gdf79404cd8, Yosys 0.63+post, stock flow scripts
make -C /OpenROAD-flow-scripts/flow DESIGN_CONFIG=/design/flow/config.mk WORK_HOME=/design/flow/orfs finish
$ cat flow/config.mk
export PLATFORM = sky130hd
export DESIGN_NAME = mux4to1
export DESIGN_NICKNAME = mux4to1
export VERILOG_FILES = /design/flow/design.v
export SDC_FILE = /design/flow/constraint.sdc
export NUM_CORES = 4
export LEC_CHECK = 1
export CORE_AREA = 10 10 84 84
export DIE_AREA = 0 0 94 94
$ cat flow/constraint.sdc
current_design mux4to1

set clk_period 1.0
set clk_io_pct 0.2

create_clock -name clk0 -period $clk_period

set non_clock_inputs [all_inputs -no_clocks]
set_input_delay [expr $clk_period * $clk_io_pct] -clock clk0 $non_clock_inputs
set_output_delay [expr $clk_period * $clk_io_pct] -clock clk0 [all_outputs]
==> metrics.sh <==
POST_CTS_HOLD_BUFFER_COUNT=0
PATH_CLASS_OF_THE_LOWEST_SLACK_MIN_DELAY_PATH='in -> out'
PRE_CTS_WS_NS=-0.9035
FINISH.INSTANCE_AREA_UM2=2346
OUTCOME='finished, violations left'
MAPPED_CELLS=39
YOSYSSEQAREASHARE=0
POWER_INTERNAL_mW=0.6341
DIE.SIZE.Y_UM=94
DETAIL_ROUTE.WIRELENGTH_UM=6478
FIN_CRIT_SH=1.312
GP_CONGESTION=0.8747
DP.FINAL_HPWL_UM=5730
FINAL_COMMON_CELL='sky130_fd_sc_hd__dlygate4sd2_1'
SYN-CELL-AREA_UM2=814.5
AREA.GROWTH.SYNTH_TO_FINAL_PCT=188.0
PLACEMENT.IO_BUFFERS=162
DIE_WIDTH_UM=94
SYNTHESIS.AREA_PER_INSTANCE_UM2=20.89
SEQUENTIALPOWERSHARE=0
DRC=0
NUMBER_OF_GLOBAL_ROUTE_VIAS_BEFORE_REPAIR=1401
COMB_POWER_SHARE=1.000
WORSTPATHREQUIRED_NS=0.80
GRT_SETUP_UNREPAIRED='true'
CRITICAL_PATH.STARTPOINT_TYPE='primary input'
REPORT.FINAL.HOLD_VIOL_COUNT=0
FP_UTIL=0.1565
STAGE_LOG_WARNINGS=35
POWER.DENSITY_CELL_AREA_nW_PER_UM2=367.0
NET-SWITCHING-POWER_mW=0.2268
WORST-SETUP-PATH-TYPE='in -> out'
CLOCK_POWER_SHARE=0
FMAX_MHz=762.0
FINAL_CELL_MIX='sky130_fd_sc_hd__dlygate4sd2_1 (128), sky130_fd_sc_hd__mux4_2 (32), sky130_fd_sc_hd__buf_2 (31)'
SLEW_VIOLATIONS=0
VIOLATIONS='negative setup slack'
POST-ROUTE-MIN-PERIOD_NS=1.312
DETAIL_ROUTE.VIAS_PER_CELL=4.300
ANT_NETS=0
HOLD-WORST-SLACK_NS=0.8841
DRT_ITER0_MARKERS=23
TIMING.CRITICAL_PATH.ARRIVAL_NS=1.11
DETAILEDROUTE.FIRSTPASSITERATIONCOUNT=4
AREA.SEQUENTIAL_UM2=0
GRT_FIRST_PASS_WIRELENGTH_UM=9190
ROUTEDWLPERCELL_UM=23.39
WORST_PIN_SLEW_NS=0.1563
CELLLEAKAGEPOWER_nW=1.118
GROUTE.USAGE.OVERALL=0.1416
WARNINGS_SYNTHESIS=0
NUM_VIAS=1191
PLACEMENT_ROWS=26
END_KIND='primary output'
PATH_MAX_FANOUT=7
IOPINCOUNT=162
FF_COUNT=0
VDD.IR_DROP.WORST_mV=0.2037
AREA_FIGURE_IN_THE_YOSYS_STAT_OUTPUT_UM2=814.5
FIN_WS_NS=-0.3124
FP.DIEAREA_UM2=8836
NUMBER_OF_ANTENNA_VIOLATIONS_AT_THE_FIRST_CHECK_IN_GLOBAL_ROUTING=4
SHARE_OF_FINAL_LAYOUT_STANDARD_CELLS_STRONGER_THAN_DRIVE_STRENGTH_1=0.3695
FINALSETUPVIOLCOUNT=32
MAX_CAP_VIOL_COUNT=0
SLEW_HEADROOM=0.8965
POWER_SWITCHING_SHARE=0.2634
FLOORPLAN.CORE_AREA_UM2=5205
SYNTH_CELL_TYPE_COUNT=5
GRT_MAX_DEGREE=17
GRT-OVFL-TOTAL=0
CLOCKBUFFERCOUNT=0
SYNTH-CELLS-YOSYS=39
PLACE_AREA_UM2=2487
## cell type report
type                       count  area [um2]
tap                           70       87.58
timing repair buffer         171        1528
multi-input combinational     32       720.7
antenna                        4       10.01
fill                         540        2859
## worst paths after layout
kind                     from       to  slack [ns]  cells past startpoint
worst max-delay path  flag[0]  out0[6]       -0.31                      4
worst min-delay path  in00[4]  out0[4]        0.88                      3
## worst max-delay path, cell delays in order
cell	delay, ns
sky130_fd_sc_hd__buf_16	0.14
sky130_fd_sc_hd__buf_12	0.13
sky130_fd_sc_hd__mux4_2	0.50
sky130_fd_sc_hd__buf_2	0.13
## kinds of logic after synthesis
| group | Yosys count | share of synthesized area |
|---|---|---|
| multiplexers | 32 | 0.8940 |
| buffers and inverters | 7 | 0.1060 |
## stage by stage
stage               total power [mW]  cells  TNS (ns)  utilization
detailed placement             1.086    268    -28.30       0.4779
global placement               1.083    268    -28.22       0.4779
floorplan                     0.2869     39    -2.749            -
global route                  0.9306    276    -10.30       0.4502
CTS                           0.8795    273    -9.450       0.4488
finish                        0.8609    277    -9.201       0.4507
## metal layers
metal  global-route usage  routed length, um  part of all wire  vias up
met5                    0                  0                 0        -
met4              0.01899                 28            0.0043        0
met3              0.04120                539             0.083        2
met2               0.2523               3707              0.57       64
met1               0.1691               2203              0.34      582
li1                     -                  -                 -      543
## power groups by stage
stage         logic (mW)  registers [mW]  clock network [mW]
finish             0.861               0         0.000000535
CTS                0.880               0                   0
global route       0.931               0         0.000000401
## what timing repair did
| item | 4_1_cts | 5_1_grt |
|---|---|---|
| setup endpoints to repair | 32 | 32 |
| cloned | 4 | 0 |
| pin swaps | 0 | 0 |
| gates resized | 256 | 0 |
| setup buffers | 1 | 0 |
## cell usage after synthesis
library cell,count,share of area
sky130_fd_sc_hd__buf_12,3,0.074
sky130_fd_sc_hd__buf_2,3,0.018
sky130_fd_sc_hd__buf_6,1,0.014
sky130_fd_sc_hd__mux4_1,2,0.065
sky130_fd_sc_hd__mux4_2,30,0.83
No activity file was given, so power comes from the tool's default toggle rates.
