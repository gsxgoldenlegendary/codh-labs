==> flow/constraint.sdc <==
current_design alu

set clk_period 33.6
set clk_io_pct 0.2

create_clock -name clk0 -period $clk_period

set non_clock_inputs [all_inputs -no_clocks]
set_input_delay [expr $clk_period * $clk_io_pct] -clock clk0 $non_clock_inputs
set_output_delay [expr $clk_period * $clk_io_pct] -clock clk0 [all_outputs]
==> flow/run.sh <==
#!/bin/bash
# OpenROAD 26Q1-2900-gdf79404cd8, Yosys 0.63+post, stock flow scripts
make -C /OpenROAD-flow-scripts/flow DESIGN_CONFIG=/design/flow/config.mk WORK_HOME=/design/flow/orfs finish
==> flow/config.mk <==
export PLATFORM = sky130hd
export DESIGN_NAME = alu
export DESIGN_NICKNAME = alu
export VERILOG_FILES = /design/flow/design.v
export SDC_FILE = /design/flow/constraint.sdc
export NUM_CORES = 4
export LEC_CHECK = 1
export CORE_UTILIZATION = 30
==> flow/design.v <==
`timescale 1ns / 1ps
module alu(
input [31:0]in0,in1,
input [1:0]alu_op,
output reg[31:0]out0,
output reg zero,bigger
    );
    parameter CMP=1,ZERO_OUT=2,PLUS=3;
    always@(*)begin
        case(alu_op)
        0:begin zero=0;out0=0;end
        CMP:begin 
            if(in0>in1) begin
                zero=0;
                bigger=1;
                out0=0;
            end else if(in0==in1)begin
                zero=1;
                bigger=1;
                out0=0;
            end        
            else begin
                zero=0;
                bigger=0;
                out0=0;
                end
        end
        ZERO_OUT:begin zero=1;out0=0;end
        PLUS:begin zero=0;out0=in0+in1;end  
        endcase
    end
endmodule
==> results.toml <==
# flow metrics
[critical_path]
path_buffers = 3
arrival_ps = 9960
worstSetupPathType = "primary input to output pin"
cp_max_fo = 7
critPathTopFamily = "AND-OR/OR-AND gates"
endpoint_kind = "output pin"
cpMostUsedCell = "clkdlybuf4s50_1"
startpoint_type = "primary input"
cp.required_ps = 26880
critical-path-max-stage-delay_ps = 520
cp_cell_sequence = "clkdlybuf4s50_1, inv_1, ha_1, nor2_1, a221o_1, o2111a_2, a2111oi_4, nor2_2, or4_1, o211ai_2, clkdlybuf4s50_1"
slowest_stage = "clkdlybuf4s50_1"

[final_timing]
maxSlewViolCount = 0
rsz0062_at_grt = "no"
unclocked_pins = 1
fin_crit_ps = 16680
fin_crit_sh = 0.496
fin_hold_ws_ps = 14480
fmax_mhz = 60.0
hold_violations = 0
worst_slew_pin_slew_ps = 573
untimed_endpoints = 2
worst_slack_ps = 16920
relSlewSlack = 0.615
finalSetupViolations = 0
tns_ps = 0

[route]
diodes = 0
drc = 0
first_iter_violations = 124
wirelength_microns = 8200
ant_nets = 0
vias = 3139
vias_per_cell = 5.12
first_pass_iters = 9
wl_per_cell_microns = 13.4

[die]
die_w_microns = 98.4
die_h_microns = 98.4
design.die.area_sq_mm = 0.00968
fp_util = 0.315
core-area_sq_mm = 0.00885
pin_count = 100
fp-row-count = 34

[logic_synthesis]
top_area_frac = 0.283
synth.largest_area_cell = "ha_1"
numSynthFlops = 1
edf_count = 0
synth_area_sq_mm = 0.00279
topCellsByArea = "ha_1, inv_1, xnor2_1"
synth_warnings = 1
synthCells = 417
async_flop_share = 0
synth.avg_cell_area_sq_um = 6.68
yosysChipArea_sq_mm = 0.00279
synthFlopType = "dlxtn_1"
synth_stat.cells = 417
synthDistinctLibCells = 54

[layout]
area_delta_synth_final_pct = 39.1
final_cell_mix = "clkdlybuf4s50_1, ha_1, inv_1, nor2_1, a21oi_1"
logic_area_sq_mm = 0.00249
drive_gt1_frac = 0.0238
largest_reg_flops = 1
regArea_sq_um = 15.0
fin_cells = 613
lay_top_count = "clkdlybuf4s50_1"
fillerInstances = 927
fin_util = 0.438

[power]
vdd_drop_max_mv = 0.00597
netSwitchingFraction = 0.500
combPwrFrac = 0.997
power_frac_seq = 0.003
p_leak_nw = 1.72
intPower_mw = 0.0299
cellPowerDensity_mw_per_mm2 = 15.4
p_switching_mw = 0.0300
clkPwrFrac = 0

[status]
status = "finished clean"

[global_route]
grt.overflow.total = 0
grt_max_degree = 17
grt_pass1_wl_microns = 13900
antenna_found_initial = 0
grtUsageTotal = 0.172
grt_pass1_vias = 3078

[worst_hold_path]
min_path_type = "primary input to output pin"

[placement]
numPortBuffers = 100
post-dp-hpwl_microns = 7110
place_ws_ps = 16910
place_inst = 613
gp_congestion = 0.904

[job]
tool_warnings = 63
cap_viol_max_count = 0

[clocking]
cts_setup_buffers = 0
ctsHoldBuffers = 0
ctsResizeCount = 0
-- synthesized netlist by cell type (all sizes together), types with 2 or more instances --
cell,number
a2111oi,2
a211oi,5
a21boi,3
a21o,6
a21oi,31
a221o,2
a31oi,6
buf,5
clkbuf,8
ha,63
inv,59
mux2i,4
nand2,24
nand2b,5
nand3,11
nand4,7
nor2,49
nor2b,10
nor3,15
nor4,8
o211ai,8
o21a,2
o21ai,15
o21bai,13
o22ai,2
o311ai,3
o31ai,8
or3,2
or4,3
xnor2,22
-- kinds of logic (layout without fill, tap and decap cells) --
| logic type | after synthesis | in the layout | share of synthesized area |
|---|---|---|---|
| latches | 1 | 1 | 0.00539 |
| adders and majority gates | 64 | 64 | 0.290 |
| xor gates and xnor gates | 22 | 22 | 0.0691 |
| muxes | 4 | 4 | 0.0144 |
| AOI/OAI and AO/OA | 114 | 114 | 0.281 |
| buffers and inverters | 72 | 160 | 0.0992 |
| and+or+nand+nor | 140 | 140 | 0.241 |
-- worst paths after layout --
kind                        to  cells after the start  slack [ps]      start
worst min-delay path      zero                      4       14480  alu_op[1]
worst max-delay path  out0[26]                     11       16920     in1[4]
-- power groups by stage --
| stage | Sequential [mW] | Clock [mW] | Combinational [mW] |
|---|---|---|---|
| 6_report | 0.000207 | 0 | 0.0597 |
| 4_1_cts | 0.000211 | 0 | 0.0599 |
| 5_1_grt | 0.000229 | 0 | 0.0664 |
-- area by class of cell --
| class | count | share of cell area |
|---|---|---|
| Inverter | 59 | 0.0572 |
| Multi-Input combinational cell | 344 | 0.644 |
| Sequential cell | 1 | 0.00387 |
| Tap cell | 108 | 0.0349 |
| Timing Repair Buffer | 101 | 0.260 |
-- metal layers --
layer / track usage / vias to the layer above / share of wire
li1: - / 1641 / -
met1: 0.244 / 1406 / 0.49
met2: 0.302 / 88 / 0.46
met3: 0.00872 / 4 / 0.042
met4: 0.00804 / 0 / 0.0048
met5: 0 / - / 0
-- through the flow --
step / area [sq um] / power (mW)
after global routing: 3870 / 0.0666
after floorplan: 2790 / 0.0357
final: 3870 / 0.0599
after CTS: 3870 / 0.0601
after global placement: 3870 / 0.0598
after detailed placement: 3870 / 0.0595
Power and IR drop assume default switching activity.
